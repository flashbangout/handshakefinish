File: flow/constraint.sdc
current_design handshake

set clk_period 9.6
set clk_io_pct 0.2

create_clock -name clk0 -period $clk_period [get_ports {clk}]

set non_clock_inputs [all_inputs -no_clocks]
set_input_delay [expr $clk_period * $clk_io_pct] -clock clk0 $non_clock_inputs
set_output_delay [expr $clk_period * $clk_io_pct] -clock clk0 [all_outputs]
File: flow/run.sh
#!/bin/bash
# OpenROAD 26Q1-2900-gdf79404cd8, Yosys 0.63+post, stock flow scripts
make -C /OpenROAD-flow-scripts/flow DESIGN_CONFIG=/design/flow/config.mk WORK_HOME=/design/flow/orfs finish
File: flow/config.mk
export PLATFORM = sky130hd
export DESIGN_NAME = handshake
export DESIGN_NICKNAME = handshake
export VERILOG_FILES = /design/flow/design.v
export SDC_FILE = /design/flow/constraint.sdc
export NUM_CORES = 4
export LEC_CHECK = 1
export CORE_UTILIZATION = 30
File: flow/design.v
module handshake (
  input  wire         source_wr_en,        
  input  wire         source_rd_en, 
  input  wire         terminal_wr_en,        
  input  wire         terminal_rd_en, 
  input  wire  [32-1:0] wr_data,     
  input  wire         rstn,   
  input  wire         clk,
  output wire [32-1:0]  rd_data,
  output wire         source_fifo_full,    
  output wire         source_fifo_empty,
  output wire         terminal_fifo_full,    
  output wire         terminal_fifo_empty
	); 
	wire ready,valid;
	wire [31:0]  data;
  source mst(
	  .wr_en(source_wr_en),
	  .rd_en(source_rd_en),
	  .source_data(data),
	  .wr_data(wr_data),
	  .clk(clk),
	  .rstn(rstn),
	  .fifo_full(source_fifo_full),
	  .fifo_empty(source_fifo_empty),
	  .source_valid(valid),
	  .source_ready(ready)
	  );
  terminal slv(
	  .wr_en(terminal_wr_en),
	  .rd_en(terminal_rd_en),
	  .wr_data(data),
	  .rd_data(rd_data),
	  .clk(clk),
	  .rstn(rstn),
	  .fifo_full(terminal_fifo_full),
	  .fifo_empty(terminal_fifo_empty),
	  .terminal_valid(valid),
	  .terminal_ready(ready)
	  );
endmodule
module source (
  input  wire         wr_en,        
  input  wire         rd_en,     
  input  wire  [32-1:0] wr_data,     
  input  wire         rstn,   
  input  wire         clk,
  input wire         source_ready,
  output reg [32-1:0]  source_data,
  output reg          source_valid,
  output wire         fifo_full,    
  output wire         fifo_empty);   
  integer i ;
  	reg  [32-1:0] fifo [32-1:0]; 
  	reg  [5-1:0] rd_addr,wr_addr;
	reg  [5-1:0] cnt;
  	always @ (posedge clk or negedge rstn)
    begin : cnt_judge
      if (rstn == 1'b0) begin
        cnt <= 'b0;
	  end
      else if(wr_en && rd_en && source_ready && (cnt == 32-1)) begin
        cnt <= cnt -1;
      end
      else if(wr_en && rd_en && source_ready && (cnt == 0)) begin
        cnt <= cnt +1;
      end
      else if(wr_en && !rd_en && (cnt != 32-1)) begin
        cnt <= cnt +1;
      end
      else if(!wr_en && rd_en && source_ready && (cnt != 0)) begin
        cnt <= cnt -1;
      end
      else begin
        cnt <= cnt;
      end
    end                                      
  	always @ (posedge clk or negedge rstn)
    begin : write
      if (rstn == 1'b0) begin
	    for(i=0;i<32;i=i+1) fifo[i] <= 'b0;
        wr_addr <= 1'b0;
	  end
      else if (wr_en && !fifo_full) begin
	      fifo[wr_addr] <= wr_data;
          wr_addr <= wr_addr + 1;
      end
      else begin
	  	  wr_addr <= wr_addr;
	      fifo[wr_addr] <= fifo[wr_addr];
	  end
    end                         
    always @ (posedge clk or negedge rstn)
    begin : read
      if (rstn == 1'b0) begin
        rd_addr <= 1'b0;
	    source_valid <= 0; 
	  end
      else if (rd_en && !fifo_empty && source_ready) begin
	      source_data <= fifo[rd_addr];
	      rd_addr <= rd_addr + 1;
	      source_valid <= 1;
      end
      else if (rd_en && !fifo_empty && !source_ready) begin
	      source_data <= source_data;
          rd_addr <= rd_addr ;
	      source_valid <= 1;
      end
      else begin
	  	  rd_addr <= rd_addr;
	      source_valid <= 0;
	  end
    end
   	assign fifo_full = (cnt==32-1)? 1 : 0;
  	assign fifo_empty = (cnt==0)? 1 : 0;
endmodule
module terminal (
  input  wire         wr_en,        
  input  wire         rd_en,     
  input  wire  [32-1:0] wr_data, 
  input  wire 	 	  terminal_valid,
  input  wire         rstn,   
  input  wire         clk,
  output reg [32-1:0]  rd_data,       
  output wire   	  terminal_ready,
  output wire         fifo_full,      
  output wire         fifo_empty);     
  integer i ;
  	reg  [32-1:0] fifo [32-1:0]; 
  	reg  [5-1:0] rd_addr,wr_addr;
	reg  [5-1:0] cnt;
  	always @ (posedge clk or negedge rstn)
    begin : cnt_judge
      if (rstn == 1'b0) begin
        cnt <= 'b0;
	  end
      else if(wr_en && terminal_valid && rd_en && (cnt == 32-1)) begin
        cnt <= cnt -1;
      end
      else if(wr_en && terminal_valid && rd_en && (cnt == 0)) begin
        cnt <= cnt +1;
      end
      else if(wr_en && terminal_valid && !rd_en && (cnt != 32-1)) begin
        cnt <= cnt +1;
      end
      else if(!wr_en && rd_en && (cnt != 0)) begin
        cnt <= cnt -1;
      end
      else begin
        cnt <= cnt;
      end
    end                                      
  	always @ (posedge clk or negedge rstn)
    begin : write
      if (rstn == 1'b0) begin
	    for(i=0;i<32;i=i+1) fifo[i] <= 'b0;
        wr_addr <= 1'b0;
	  end
      else if (wr_en && terminal_valid && !fifo_full) begin
	      fifo[wr_addr] <= wr_data;
          wr_addr <= wr_addr + 1;
      end
      else begin
	  	  wr_addr <= wr_addr;
	      fifo[wr_addr] <= fifo[wr_addr];
	  end
    end                         
    always @ (posedge clk or negedge rstn)
    begin : read
      if (rstn == 1'b0) begin
        rd_addr <= 1'b0;
	  end
      else if (rd_en && !fifo_empty) begin
	      rd_data <= fifo[rd_addr];
          rd_addr <= rd_addr + 1;
      end
      else begin
	  	  rd_addr <= rd_addr;
	  end
    end
   	assign fifo_full = (cnt==32-1)? 1 : 0;
    assign terminal_ready = !fifo_full && wr_en;
  	assign fifo_empty = (cnt==0)? 1 : 0;
endmodule
==> impl_metrics.tcl <==
# collected from the flow reports
set metrics [dict create \
    core_um2 355900 \
    cts_buffers 227 \
    via_count 105022 \
    leakage_nw 51.31 \
    wire_per_inst_um 38.87 \
    drive_above_1_share 0.1328 \
    critPathBufInv 4 \
    ys_area_um2 107300 \
    seq_area_um2 53990 \
    drv_slew 0 \
    track_usage 0.3545 \
    area.growth.synth_to_final_pct 14.69 \
    comb_area_um2 49650 \
    critPathKind "flop to flop" \
    reg2regPathDepth 8 \
    drc 0 \
    warning_count 79 \
    hold_class "flop to flop" \
    fin_ws_ns 3.905 \
    peakVddDrop_mv 0.2248 \
    gp_congestion 1.069 \
    post_drt_via_cell_ratio 6.548 \
    crit_path_end_kind "flop" \
    holdPathStages 2 \
    slowest_delay_ns 1.00 \
    rsz0062_at_grt "false" \
    antenna_found_initial 83 \
    cts.htree.levels 4 \
    worst_ep_arrival_time_ns 6.49 \
    status "complete, but fails checks" \
    setup_viol 0 \
    fill_cells 35638 \
    fp_util 0.3015 \
    clock_latency_ns 0.97 \
    ys_warn_count 4 \
    io_pins 74 \
    ant_nets 1 \
    grt_pass1_wl_mm 850.3 \
    holdBufCountCts 0 \
    yosysUniqueCellTypes 95 \
    finClkSkew_ns 0.05732 \
    pre_cts_ws_ns 4.294 \
    syn_inst 11285 \
    num_rows 219 \
    fmax_mhz 175.6 \
    flop_cell "dfrtp_1" \
    grt_start_max_net_pins 126 \
    power_density_nw_per_um2 431.0 \
    whs_ns 0.4985 \
    die_y_um 600.1 \
    finalInstanceArea_um2 123100 \
    finalSetupTns_ns 0 \
    relSlewSlack 0.1996 \
    drt-total-wl_mm 623.5 \
    fin_crit_sh 0.5932 \
    cpMaxStageDelayCell "dfrtp_4" \
    crit_fanout 50 \
    ys_seq_share 0.5027 \
    synth_area_um2 107300 \
    cts_buffer_depth 4 \
    grt-ovfl-total 0 \
    place_area_um2 114900 \
    clock_sinks 2143 \
    clk_pin_slew_ns 0.07 \
    post-cts-setup-buffers 0 \
    cts_tree "done" \
    failed_checks "antenna rules" \
    cts-root-buf "clkbuf_16" \
    syn_avg_cell_area_um2 9.509 \
    crit_chain "buf_4 -> buf_4 -> nor2b_4 -> buf_4 -> nand3_2 -> buf_4 -> nand2_1 -> o21ai_0" \
    first_iter_violations 13765 \
    synth_flops 2143 \
    hold_viol 0 \
    portBuffers 73 \
    chipArea_um2 360100 \
    synth-edff-count 64 \
    finalCriticalPeriod_ns 5.695 \
    dr.pass1.iters 58 \
    dpl.hpwl_mm 390.4 \
    die_width_um 600.1 \
    cp_top_family "buffers and inverters" \
    cpMostUsedCell "buf_4" \
    maxCapViolations 0 \
    crit_required_ns 10.40 \
    async_flop_share 0.9701 \
    cts_resized 0 \
    first_global_vias 100247 \
    cp-start-kind "flop" \
    post-place-cells 15504 \
    cp.depth 8 \
    worst_slew_pin_slew_ns 1.201 \
    finalNonFillerCells 16039 \
    yosys_cells 11285 \
]
cell usage after synthesis (50+ instances only):
master	instances	area (µm²)
nand4_1	167	1045
nand3b_1	76	570.6
a21oi_1	222	1111
a32oi_1	68	595.6
nand2_1	1934	7259
nor3_1	86	430.4
a22oi_1	776	5826
a31oi_1	192	1201
buf_1	55	206.5
a22o_1	189	1655
nor2_1	505	1896
o21ai_0	1709	8553
mux2_2	161	1813
o22ai_1	96	600.6
a222oi_1	154	1541
buf_4	50	375.4
edfxtp_1	64	1922
mux2i_1	312	3123
o21ai_1	66	330.3
dfrtp_1	2079	52020
clkbuf_1	906	3401
nand3_1	100	500.5
a221oi_1	188	1647
buf_2	104	520.5
layout make-up:
class | count | area share
inverters | 41 | 0.001250
clock inverters | 133 | 0.01350
flip-flops and latches | 2143 | 0.4387
multi-input cells | 7924 | 0.4034
diodes | 117 | 0.002379
repair buffers | 645 | 0.04199
well taps | 4751 | 0.04830
clock buffers | 285 | 0.05047
metrics by stage:
step,utilization,total power [mW]
5_1_grt,0.3451,54.47
3_3_place_gp,0.3228,41.51
3_5_place_dp,0.3228,41.69
6_report,0.3458,53.05
4_1_cts,0.3450,51.28
2_1_floorplan,-,29.79
cells in the final DEF, fill, tap and decap left out, types with 32 or more instances in the layout:
cell type / Yosys / final
bufinv_16: 0 / 34
a31oi_1: 192 / 191
mux4_2: 42 / 42
a211oi_1: 37 / 37
a22oi_1: 776 / 776
a22o_1: 189 / 189
nor3_1: 86 / 81
a21oi_1: 222 / 221
a32oi_1: 68 / 68
nor2_1: 505 / 491
nand2_1: 1934 / 1882
nand2b_1: 47 / 45
o21ai_1: 66 / 62
mux2i_1: 312 / 311
buf_4: 50 / 562
dfrtp_1: 2079 / 2067
edfxtp_1: 64 / 64
nand3_1: 100 / 96
mux2_2: 161 / 161
inv_1: 34 / 34
nand3b_1: 76 / 76
clkbuf_16: 0 / 230
o22ai_1: 96 / 81
o21ai_0: 1709 / 1709
a2bb2oi_1: 32 / 32
a222oi_1: 154 / 154
diode_2: 0 / 117
clkinv_2: 0 / 49
clkinvlp_4: 0 / 34
o2bb2ai_1: 45 / 40
nand4_1: 167 / 167
a221oi_1: 188 / 188
clkdlybuf4s50_1: 0 / 72
and2_1: 49 / 43
flip-flops by register name, summed over array words and instances (netlist names):
register / cells
slv.wr_addr: 5
mst.cnt: 5
mst.fifo: 1024
mst.source_data: 32
slv.rd_data: 32
slv.rd_addr: 5
slv.cnt: 5
mst.wr_addr: 5
mst.source_valid: 1
mst.rd_addr: 5
slv.fifo: 1024
worst register-to-register path, delay by kind of cell (launching register included):
family          cells  cell delay (ns)
buf+inv             4             2.81
compound gates      1             0.08
flops               1             1.00
simple gates        3             1.67
power breakdown:
| part | total [mW] | internal (mW) | switching, mW |
|---|---|---|---|
| clock network | 9.65 | 5.50 | 4.14 |
| registers | 18.1 | 13.5 | 4.58 |
| logic | 25.3 | 7.61 | 17.7 |
cells by family (layout without fill, tap and decap cells):
group,after synthesis,in the layout,share of synthesized area
and+or+nand+nor,3263,3263,0.1375
adders and majority gates,30,30,0.003498
buffers and inverters,1218,1104,0.04836
xor gates and xnor gates,20,20,0.001632
DFF,2143,2143,0.5027
AOI/OAI and AO/OA,4094,4094,0.2513
muxes,517,517,0.05505
other,0,117,0
per-layer routing:
metal | routed length [µm] | global-route usage | up-vias
met5 | 1772 | 0.03008 | -
met4 | 61340 | 0.2756 | 85
met3 | 103200 | 0.2321 | 3305
met2 | 246200 | 0.4607 | 9163
met1 | 211000 | 0.4063 | 51023
li1 | - | - | 41446
path summary, 6_finish.rpt:
path / endpoint / slack [ns] / start
worst min register to register: mst.fifo[1][6]$_DFFE_PN0N_ / 0.50 / mst.fifo[1][6]$_DFFE_PN0N_
worst max-delay path: slv.fifo[23][20]$_DFFE_PN0N_ / 3.91 / slv.wr_addr[2]$_DFFE_PN0P_
worst min-delay path: mst.fifo[1][6]$_DFFE_PN0N_ / 0.50 / mst.fifo[1][6]$_DFFE_PN0N_
min in group asynchronous: slv.fifo[13][24]$_DFFE_PN0N_ / 0.90 / rstn
worst max register to register: slv.fifo[23][20]$_DFFE_PN0N_ / 3.91 / slv.wr_addr[2]$_DFFE_PN0P_
max in group asynchronous: mst.fifo[25][16]$_DFFE_PN0N_ / 5.48 / rstn
Power is estimated from default activity; no workload was simulated.
